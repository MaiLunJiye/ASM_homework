--- flow/design.v ---
module dicCLK(clk50,clk1);
    input clk50;
    output clk1;
    integer i;
    reg clk1;
    reg cs;
    always @ (posedge clk50)
    begin
        if (i<2500000) 
            i = i+1;
        else
        begin
            i = 0;
            clk1 = ~clk1;
        end
    end
endmodule
module displayLed(num, outcode);
    input wire[3:0] num;
    output reg[6:0] outcode;
    always @ (num)
    begin
        case(num) 
            4'b0000: outcode=7'b1111111; 
            4'b0001: outcode=7'b1001111; 
            4'b0010: outcode=7'b0010010; 
            4'b0011: outcode=7'b0000110; 
            4'b0100: outcode=7'b1001100; 
            4'b0101: outcode=7'b1011011; 
            4'b0110: outcode=7'b1011111; 
            4'b0111: outcode=7'b1110000; 
            4'b1000: outcode=7'b0000000; 
            4'b1001: outcode=7'b1111011; 
        endcase
    end
endmodule
module Clock(clk, reset, hour, min, sec);
    input clk,reset;
    output reg[5:0] min=0, sec=0, hour=0;
    always @ (reset)
    begin
        hour = 0;
        min = 0;
        sec = 0;
    end
    always @ (clk)
    begin
        sec = sec + 1;
        if (sec == 60) begin
            sec = 0;
            min = min + 1;
        end
        if (min >= 60) begin
            min = 0;
            hour = hour + 1;
        end
        if (hour >= 24 ) begin
            hour = 0;
        end
    end
endmodule
module can_set_Clock(clk, reset, hour_set, min_set, sec_set, hour, min, sec);
    input clk,reset;
    input wire[5:0] min_set, sec_set, hour_set;
    output reg[5:0] min=0, sec=0, hour=0;
    always @ (reset)
    begin
        hour <= hour_set;
        min  <= min_set;
        sec  <= sec_set;
    end
    always @ (clk)
    begin
        sec = sec + 1;
        if (sec == 60) begin
            sec = 0;
            min = min + 1;
        end
        if (min >= 60) begin
            min = 0;
            hour = hour + 1;
        end
        if (hour >= 24 ) begin
            hour = 0;
        end
    end
endmodule
module Split(num, hight, low);
input [5:0] num;
output reg[3:0] hight, low;
always @(num)
begin
    hight = num / 10;
    low = num % 10;
end
endmodule
module LEDmov(clk1hz, sw0, hex0, hex1, hex2);
    input clk1hz,sw0;
    parameter Value=56'b0001001_0110000_1110001_1110001_0000001_0000000_0000000_0000000; 
    output reg[6:0] hex0,hex1,hex2;
    reg[55:0] m=Value;
    always @ (posedge clk1hz)
    begin
        if (sw0)
            m = {m,m[55:49]};
        else
            m = {m[6:0],m[55:7]};
        {hex0,hex1,hex2} = m[55:35];
    end
endmodule
module Exp2_clock(reset, clk50, sw0, hourh, hourl, minh, minl, sech, secl);
input clk50, sw0, reset;
output wire[6:0]  hourh, hourl, minh, minl, sech, secl;
wire clk;
wire[5:0] min=0, sec=0, hour=0;
wire[3:0] hourh_code, hourl_code, minh_code,  minl_code, sech_code,  secl_code;
dicCLK dic1(clk50, clk);         
Clock clock(clk, reset, hour, min, sec);     
Split sh(hour, hourh_code, hourl_code);
Split sm(min,  minh_code,  minl_code);
Split ss(sec,  sech_code,  secl_code);
displayLed dhh(hourh_code, hourh);
displayLed dhl(hourl_code, hourl);
displayLed dmh(minh_code,  minh);
displayLed dml(minl_code,  minl);
displayLed dsh(sech_code,  sech);
displayLed dsl(secl_code,  secl);
endmodule
module Exp3_cantSetclock(reset, hour_re, min_re, sec_re, clk50, sw0, hourh, hourl, minh, minl, sech, secl);
input clk50, sw0, reset;
input wire[5:0] hour_re, min_re, sec_re;
output wire[6:0]  hourh, hourl, minh, minl, sech, secl;
wire clk;
wire[5:0] min=0, sec=0, hour=0;
wire[3:0] hourh_code, hourl_code, minh_code,  minl_code, sech_code,  secl_code;
dicCLK dic1(clk50, clk);         
can_set_Clock scl(clk, reset, hour_re, min_re, sec_re, hour, min, sec);     
Split sh(hour, hourh_code, hourl_code);
Split sm(min,  minh_code,  minl_code);
Split ss(sec,  sech_code,  secl_code);
displayLed dhh(hourh_code, hourh);
displayLed dhl(hourl_code, hourl);
displayLed dmh(minh_code,  minh);
displayLed dml(minl_code,  minl);
displayLed dsh(sech_code,  sech);
displayLed dsl(secl_code,  secl);
endmodule
--- flow/run.sh ---
#!/bin/bash
# OpenROAD 26Q1-2900-gdf79404cd8, Yosys 0.63+post, stock flow scripts
make -C /OpenROAD-flow-scripts/flow DESIGN_CONFIG=/design/flow/config.mk WORK_HOME=/design/flow/orfs finish
--- flow/config.mk ---
export PLATFORM = sky130hd
export DESIGN_NAME = LEDmov
export DESIGN_NICKNAME = LEDmov
export VERILOG_FILES = /design/flow/design.v
export SDC_FILE = /design/flow/constraint.sdc
export NUM_CORES = 4
export LEC_CHECK = 1
export CORE_UTILIZATION = 30
--- flow/constraint.sdc ---
current_design LEDmov

set clk_period 1.1
set clk_io_pct 0.2

create_clock -name clk0 -period $clk_period [get_ports {clk1hz}]

set non_clock_inputs [all_inputs -no_clocks]
set_input_delay [expr $clk_period * $clk_io_pct] -clock clk0 $non_clock_inputs
set_output_delay [expr $clk_period * $clk_io_pct] -clock clk0 [all_outputs]
==> ci_impl_report.md <==
## Implementation flow summary

| Metric | Value |
|---|---|
| Status | complete, no violations |
| Clock Tree Buf Depth | 2 |
| Max_slew headroom | 87.2% |
| Top area cell types | dfxtp_1 (65%), mux2_4 (25%), mux2_2 (7.6%) |
| Crit path buf inv count | 1 |
| Post-layout util | 37.8% |
| Critical setup path kind | register to output port |
| Avg Cell Area, Syn | 17.1 um^2 |
| Total Wirelength | 2940 um |
| Hold Startpoint | sw0 |
| WP depth | 1 |
| Worst-path clk slew | 0.07 ns |
| Top Family by Delay on Critical Path | flip-flops |
| Fmax | 960 MHz |
| DP HPWL | 1850 um |
| Via count of the routed design | 1047 |
| Leakage | 1.24 nW |
| RSZ-0062 raised after global routing | no |
| Setup Viol. Count Final | 0 |
| Hold Crit Class | input pin to register |
| Seq share, synth | 64.7% |
| CP max stage delay | 0.33 ns |
| Synth warn | 1 |
| Asr flop ratio synth | 0% |
| CP Launch Type | register |
| Yosys reg bits | 77 |
| PwrDens | 1690 mW/mm^2 |
| Detail Route Antenna Nets | 0 |
| Actual slew at the worst max-slew pin | 0.192 ns |
| DR pass1 iterations | 2 |
| Worst Hold Depth | 3 |
| Final Cycle Share | 94.7% |
| Main flop type | dfxtp_1 |
| 1st-iter DRT viols | 26 |
| Most instantiated library cell after synthesis | dfxtp_1 |
| Post-synth top cells | dfxtp_1 (77), mux2_4 (40), mux2_2 (16), buf_6 (5), buf_2 (1) |
| Die ar. | 0.00831 mm^2 |
| GPL Wtd Cong | 0.697 |
| Critical R2R Launch | m[34] |
| Slowest CP cell | dfxtp_2 |
| Vias per cell | 3.79 |
| Row Count | 32 |
| Core area | 0.00769 mm^2 |
| GRT overflow | 0 |
| IO buf count | 22 |
| Synth unique cells | 5 |
| Cell total in the yosys stat output | 139 |
| Clk latency of the worst-skew pair | 0.33 ns |
| Max-cap viol count | 0 |
| Antenna cells | 0 |
| Vias in the first global route | 1034 |
| Pins Over Slew Limit | 0 |
| Initial antenna violation count | 0 |
| Syn Std Cell Area | 0.00238 mm^2 |
| CP cell instances | clkdlybuf4s15_1 |
| Sink Count | 77 |
| Minimum clock period | 1.04 ns |
| WP data required | 0.88 ns |
| Htree depth | 3 |
| Critical path peak fanout | 1 |
| Setup repair bufs after CTS | 0 |
| Yosys chip area | 0.00238 mm^2 |
| First-pass GRT wire length | 4970 um |
| CTS root buf | clkbuf_8 |
| FP Util | 31.0% |
| Peak VDD IR | 1190 uV |
| GRT Total Usage | 7.84% |
| Tool warnings | 25 |
| R2r worst-path depth | 1 |
| Final hold vios | 0 |
| Fraction of layout cells with a size suffix above 1 | 44.8% |
| Drt drc | 0 |
| Layout area overhead | 21.8% |
| CTS tree | done |
| Largest type area fraction | 64.7% |
| CTS buffer count | 9 |
| Critical Path AT | 0.82 ns |
| Number of enable flip-flop cells | 0 |
| Fin Clk Skew | 0.00547 ns |
| Wire length per cell | 10.7 um |
| Area leader, netlist | dfxtp_1 |
| I/O pin cnt | 23 |
| PostCTS Resize Cnt | 38 |
| Largest net degree at the start of global routing | 25 |
| Final TNS setup | 0 ns |
| Syn Inst Count | 139 |
| Crit. End Element | output port |
| Launch point of the worst path | hex2[0] |
| Die height | 91.1 um |
| Hold buffers post-CTS | 0 |
| Die W | 91.1 um |
## cell usage in the layout, fill, tap and decap left out
master,netlist,routed
mux2_2,16,16
clkinvlp_4,0,1
clkbuf_8,0,10
bufinv_16,0,1
clkinv_2,0,2
clkbuf_1,0,2
dfxtp_2,0,3
clkbuf_2,0,1
mux2_4,40,40
buf_12,0,2
buf_2,1,1
clkdlybuf4s15_1,0,20
buf_4,0,1
dfxtp_1,77,74
## where the power goes
part           switching, mW  total, mW  internal (mW)
Sequential                 0       2.79           2.79
Clock                  0.925       2.03           1.10
Combinational         0.0513      0.101         0.0501
## sequential cells by signal, summed over array words and instances (netlist names)
signal / count
m: 56
hex0: 7
hex1: 7
hex2: 7
## metal layers
metal | routed length [um] | vias to the layer above | share of wire, % | global-route usage [%]
met5 | 0 | - | 0 | 0
met3 | 186 | 2 | 6.3 | 3.91
met1 | 1490 | 487 | 51 | 11.7
li1 | - | 535 | - | -
met4 | 25 | 0 | 0.85 | 1.19
met2 | 1240 | 23 | 42 | 10.6
## cells by family after synthesis
group    count (synthesis)  share of synthesized area, %
buf+inv                  6                          2.57
flops                   77                          64.7
mux                     56                          32.8
## path summary, 6_finish.rpt
check	end	slack [ns]
setup / recovery	hex2[0]	0.06
setup reg to reg	hex2[6]	0.40
hold / removal	m[19]	0.42
hold reg to reg	m[1]	0.48
## through the flow
step | total power, mW | hold slack (ns) | area [um^2] | cells | worst slack (ns)
floorplan | 2.94 | 0.452 | 2380 | 139 | 0.167
global placement | 2.95 | 0.465 | 2710 | 260 | 0.00770
detailed placement | 2.95 | 0.468 | 2710 | 260 | 0.000163
CTS | 5.01 | 0.397 | 2900 | 276 | 0.00112
global route | 5.15 | 0.392 | 2900 | 276 | 0.00156
finish | 4.92 | 0.423 | 2900 | 276 | 0.0588
## cell type report
type / count / area, um^2
Timing Repair Buffer: 25 / 258
Clock inverter: 4 / 47.5
Multi-Input combinational cell: 56 / 781
Clock buffer: 12 / 145
Tap cell: 102 / 128
Sequential cell: 77 / 1550
Fill cell: 730 / 4780
Power figures rest on the tool's default switching activity, not on a simulated workload.
