**flow/config.mk**
```make
export PLATFORM = sky130hd
export DESIGN_NAME = LED_GND
export DESIGN_NICKNAME = LED_GND
export VERILOG_FILES = /design/flow/design.v
export SDC_FILE = /design/flow/constraint.sdc
export NUM_CORES = 4
export LEC_CHECK = 1
export CORE_AREA = 10 10 70 70
export DIE_AREA = 0 0 80 80
```
**flow/constraint.sdc**
```tcl
current_design LED_GND

set clk_period 1.1
set clk_io_pct 0.2

create_clock -name clk0 -period $clk_period

set non_clock_inputs [all_inputs -no_clocks]
set_input_delay [expr $clk_period * $clk_io_pct] -clock clk0 $non_clock_inputs
set_output_delay [expr $clk_period * $clk_io_pct] -clock clk0 [all_outputs]
```
**flow/design.v**
```verilog
module LED_GND(num, outCode);
input [3:0] num;
output reg[6:0] outCode;
always @ (num)
begin
    case(num)
        4'b0000: outCode = 7'b1111110;    
        4'b0001: outCode = 7'b0110000;    
        4'b0010: outCode = 7'b1101101;    
        4'b0011: outCode = 7'b1111001;    
        4'b0100: outCode = 7'b0110011;    
        4'b0101: outCode = 7'b1011011;    
        4'b0110: outCode = 7'b1011111;    
        4'b0111: outCode = 7'b1110000;    
        4'b1000: outCode = 7'b1111111;    
        4'b1001: outCode = 7'b1111011;    
        default: outCode = 7'bxxxxxxx;
    endcase
end
endmodule
```
**flow/run.sh**
```bash
#!/bin/bash
# OpenROAD 26Q1-2900-gdf79404cd8, Yosys 0.63+post, stock flow scripts
make -C /OpenROAD-flow-scripts/flow DESIGN_CONFIG=/design/flow/config.mk WORK_HOME=/design/flow/orfs finish
```
==> GITHUB_STEP_SUMMARY <==
## PnR job results

| Metric | Value |
|---|---|
| Most common cell after layout, fill and taps aside | buf_2 |
| Post-route cell area | just over 500 µm² |
| Final min period | 1.261 ns |
| First-pass GRT wire length | between 1000 and 1500 µm |
| Cell Type Count | 9 |
| Endpoint class of the critical path | output pin |
| Mean Syn Cell Area | between 7 and 8 µm² |
| Failing checks | negative setup slack |
| Pre-CTS setup slack | -0.8942 ns |
| LEAKAGE | roughly 0.22 nW |
| Crit share post-route | 114.6% |
| Area grow syn2layout | 206.0% |
| Initial antenna violation count | 0 |
| Cts hold-fix bufs | 0 |
| Hold/Removal Path Class | in2out |
| RSZ-0062 raised after global routing | true |
| Gr usage total | roughly 2.0% |
| Final Hold Viols | 0 |
| Chip height | 80 µm |
| Met3 wire len | about 97 µm |
| RD Place Congestion | a little over 0.7 |
| Hold_ws | ~0.76 ns |
| Worst setup margin | -0.1605 ns |
| Syn. warnings | 1 |
| CP Launch Point | num[1] |
| Setup tns final | -0.4500 ns |
| Vias in the first global route | 238 |
| Vias | roughly 230 |
| Routed Antenna Nets | 0 |
| Violation count after the first detailed-route iteration | 6 |
| Req. time, crit path | between 0.8 and 0.9 ns |
| Syn Inst Count | 23 |
| Setup violators final | 6 |
| Pwr/cell area | between 300 and 400 mW/mm² |
| Worst path buffer plus inverter count | 4 |
| Crit-path max cell delay | around 0.2 ns |
| Synth Cell Area | 166.4 µm² |
| Fmax | approximately 790 MHz |
| CP top delay family | buffers and inverters |
| Hold_sp | num[2] |
| Slowest stage cell, crit path | ha_4 |
| Top Layout Cells | 7 x buf_2, 6 x buf_4, 5 x buf_6 |
| Ports | 11 |
| Average via count per standard cell | roughly 2.5 |
| Outcome | complete, but fails checks |
| GRT overflow | 0 |
| First-pass DRT Iterations | 2 |
| Clock buffer count | 0 |
| Flop Count | 0 |
| Std-Cell Rows | 21 |
| WL met1 | around 260 µm |
| Diode count | 0 |
| Wirelength per Cell | 7.242 µm |
| Die W | about 80 µm |
| Crit path cell chain | buf_8 -> inv_6 -> buf_12 -> ha_4 -> nand2b_4 -> a21o_1 -> buf_2 |
| # fillers | 377 |
| Worst VDD drop | about 43 µV |
| Die area | around 0.0064 mm² |
| Slew headroom | 91.13% |
| Largest net degree at the start of global routing | 8 |
| CP Data Arrival Time | between 1 and 1.5 ns |
| IO Port Bufs | 11 |
| Highest metal used | met3 |
| Post-route DRC | 0 |
| Yosys chip area | around 170 µm² |
| Core area | 0.003416 mm² |
| Max Cap Viol | 0 |
| Flop area | 0 µm² |
| Critical path fanouts, max | 2 |
| Met2 WL post-DR | about 300 µm |
| Total tool warning count | 39 |
| Final Max Tran Viols | 0 |
| Total Routed Length | between 600 and 700 µm |
| Fp util | under 10% |
| Placed inst area | about 390 µm² |
| Register area share after synthesis | 0% |
| Design Power | roughly 0.15 mW |
| Yosys cell count | 23 |
| Crit start category | input port |
| WS Path Type | in2out |
| Slew at the pin with the worst max-slew slack | 0.1324 ns |
| Share of cells above drive strength 1 | about 80% |
| Hpwl dp | 469.2 µm |
## report_power, final
part | switching (mW) | internal, mW
Combinational | 0.0583 | 0.0960
Sequential | 0 | 0
Clock | 0 | 0
Total | 0.0583 | 0.0960
## cells by family after synthesis
group	after synthesis	share of synthesized area (%)
buf+inv	3	6.766
compound gates	4	18.05
simple gates	10	30.08
fa+ha+maj	6	45.11
## cell type report
cell class	instances	area [µm²]	share of cell area, %
Multi-Input combinational cell	20	242.7	47.67
Timing Repair Buffer	22	190.2	37.35
Tap cell	46	57.56	11.30
Inverter	3	18.77	3.686
## repair_timing
item | in CTS | in global routing
setup buffers | 3 | 1
pin swaps | 6 | 5
setup endpoints to repair | 7 | 6
gates resized | 60 | 4
## layer usage
metal | vias up | track usage, %
li1 | 122 | -
met1 | 101 | 2.637
met2 | 9 | 3.371
met3 | 0 | 0.6818
met4 | 0 | 0
met5 | - | 0
## cells in the mapped netlist
| cell | n | area [µm²] |
|---|---|---|
| a21o_1 | 2 | 15.01 |
| a22oi_1 | 1 | 7.510 |
| ha_1 | 6 | 75.07 |
| inv_1 | 3 | 11.26 |
| nand2_1 | 2 | 7.510 |
| nand2b_1 | 4 | 25.02 |
| nand3_1 | 2 | 10.01 |
| nor2_1 | 2 | 7.510 |
| o211ai_1 | 1 | 7.510 |
## path summary, 6_finish.rpt
check                         to  cells after the start
worst max-delay path  outCode[3]                      7
worst min-delay path  outCode[5]                      3
## per-stage QoR
stage	std cells	util (%)
finish	91	14.91
global route	91	14.91
CTS	90	14.25
detailed placement	87	11.32
global placement	87	11.32
floorplan	23	-
No activity file was given, so power comes from the tool's default toggle rates.
