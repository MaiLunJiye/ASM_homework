--- flow/run.sh ---
#!/bin/bash
# OpenROAD 26Q1-2900-gdf79404cd8, Yosys 0.63+post, stock flow scripts
make -C /OpenROAD-flow-scripts/flow DESIGN_CONFIG=/design/flow/config.mk WORK_HOME=/design/flow/orfs finish
--- flow/constraint.sdc ---
current_design codeshow

set clk_period 1.0
set clk_io_pct 0.2

create_clock -name clk0 -period $clk_period

set non_clock_inputs [all_inputs -no_clocks]
set_input_delay [expr $clk_period * $clk_io_pct] -clock clk0 $non_clock_inputs
set_output_delay [expr $clk_period * $clk_io_pct] -clock clk0 [all_outputs]
--- flow/config.mk ---
export PLATFORM = sky130hd
export DESIGN_NAME = codeshow
export DESIGN_NICKNAME = codeshow
export VERILOG_FILES = /design/flow/design.v
export SDC_FILE = /design/flow/constraint.sdc
export NUM_CORES = 4
export LEC_CHECK = 1
export CORE_AREA = 10 10 70 70
export DIE_AREA = 0 0 80 80
--- flow/design.v ---
module codeshow(in0,in1,in2,in3,in4,in5,in6,in7,out,flag);
    input in0,in1,in2,in3,in4,in5,in6,in7;
    output reg[2:0] out;
    output reg flag;
    always@(in0,in1,in2,in3,in4,in5,in6,in7)
    begin
        flag = 1'b1;
        out = 3'b000;
        if(in7) out=3'b111;
        else if(in6) out=3'b110;
        else if(in5) out=3'b101;
        else if(in4) out=3'b100;
        else if(in3) out=3'b011;
        else if(in2) out=3'b010;
        else if(in1) out=3'b001;
        else if(in0) out=3'b000;
        else flag = 1'b0;
    end
endmodule
==> job_summary.md <==
### Flow metrics

| Metric | Value |
|---|---|
| Fraction of layout cells with a size suffix above 1 | 0.680 |
| CLK BUF | 0 |
| Total GRT Usage | 0.0127 |
| Cell area leaders | nor2_1 26%, o31ai_1 26%, a21oi_1 17%, nand4_1 11%, clkinv_1 6.5% |
| Fin. max-slew vios | 0 |
| Die W | about 80 um |
| Synth top cells by count | 4 x nor2_1, 2 x a21oi_1, 2 x o31ai_1 |
| Max-slew headroom | 0.888 |
| Yosys warns | 1 |
| Crit path DRT | 800 ps |
| Crit Path Class | input pin to output port |
| Synth Cell Area | 57.6 um^2 |
| Routability cong. | between 0.7 and 0.8 |
| Count leader, synth | nor2_1 |
| Crit path max fanout | 3 |
| Fp util | 0.0168 |
| Pwr Density | 267 nW/um^2 |
| Synthesized area per cell | roughly 4.8 um^2 |
| Synth unique cells | 7 |
| GR peak layer | met2 |
| Met1 usage | 0.0138 |
| Critical path, cell by cell | buf_4, nor2_4, buf_4, nand4_1, buf_2 |
| Slowest stage delay, CP | 130 ps |
| Chip Area, Yosys | approximately 58 um^2 |
| Die area | 6400 um^2 |
| Period utilization | 0.945 |
| CP endpoint kind | output port |
| Area delta synth->final | 283% |
| PortBufs | 12 |
| Area of the core | 3420 um^2 |
| Pre-Repair DR Iteration Count | 3 |
| Routed vias/inst | between 2 and 2.5 |
| Rows | 21 |
| Mapped Cells | 12 |
| Synth Seq Share | 0 |
| PnR worst setup slack | 55.3 ps |
| CP Launch Type | input pin |
| Fin crit period | 945 ps |
| Grt ovf | 0 |
| Peak Freq | approximately 1100 MHz |
| Final wirelength | 490 um |
| Wire per inst | 6.90 um |
| Starting DRC count in detailed routing | 1 |
| Status | finished clean |
| CP Data Arrival Time | 740 ps |
| Initial antenna violation count | 0 |
| Post-route ant nets | 0 |
| Setup violators final | 0 |
| Pleak | between 0.07 and 0.08 nW |
| Reg area | 0 um^2 |
| Cts-stage hold buffer count | 0 |
| Met3 Use GR | 0.00568 |
| Critical path's slowest cell | buf_4 |
| Most frequent CP cell | buf_4 |
| Least-Margin Pin Slew | 167 ps |
| Number of top-level pins | 12 |
| Pin count of the biggest net entering global routing | 4 |
| Fillcell total | 417 |
| Ant diodes | 0 |
| First-pass GRT wire length | 669 um |
| Worst min path class | input pin to output port |
| Met2 usage | 0.0233 |
| Area leader, netlist | nor2_1 |
| Max-cap violations | 0 |
| RSZ-0062 raised after global routing | no |
| Final Hold Violating Endpoints | 0 |
| Vias in the first global route | 151 |
| HPWL Detailed | approximately 420 um |
| Die H | 80 um |
| Tool warnings | 32 |
| Cells in synth_stat.txt | 12 |
| Flip-flops | 0 |
| Worst-case vdd ir drop | 20.3 uV |
| Pre-CTS setup slack | -694 ps |
| Routed vias | 144 |
| Drt drc | 0 |
| Dominant cell area share | 0.261 |
| Util after Layout | 0.0645 |
## worst max-delay path, delay by kind of cell
family	cells	cell delay, ps
AND/OR/NAND/NOR	2	160
buffers and inverters	3	380
## cells in the final DEF, fill, tap and decap left out, types with 2 or more instances in the layout
cell     Yosys  final
nor2_2       0      2
buf_4        0      2
o31ai_2      0      2
buf_2        0      9
## through the flow
stage	TNS, ps	total power [mW]	instance area, um^2	hold slack, ps	cells
after floorplan	0	0.0115	57.6	434	12
after global placement	-2420	0.0621	235	1390	70
after detailed placement	-2510	0.0630	235	1390	70
after CTS	0	0.0515	208	685	71
after global routing	0	0.0648	220	700	71
final	0	0.0587	220	677	71
## where the power goes
part / switching (mW) / internal, mW
logic: 0.0283 / 0.0305
clock network: 0 / 0
registers: 0 / 0
total: 0.0283 / 0.0305
## worst paths after layout
path                      to  slack (ps)  cells past startpoint  start
worst max-delay path    flag          60                      5    in6
worst min-delay path  out[0]         680                      3    in6
## cell type report
type | instances | area [um^2] | share of cell area
inverters | 2 | 7.51 | 0.0341
multi-input cells | 10 | 76.3 | 0.347
well taps | 46 | 57.6 | 0.261
repair buffers | 13 | 78.8 | 0.358
## repair_timing
item | CTS | global route
endpoints found under the setup margin | 4 | 4
buffers inserted | 2 | 0
gates resized | 43 | 6
gates cloned | 0 | 0
hold endpoints to repair | 0 | 0
pin swaps | 8 | 4
## kinds of logic after synthesis
family          count (synthesis)  share of synthesized area
compound gates                  4                      0.435
simple gates                    6                      0.435
buf+inv                         2                      0.130
## layer usage
layer / vias to the layer above / share of wire
li1: 68 / -
met1: 69 / 0.37
met2: 7 / 0.52
met3: 0 / 0.11
met4: 0 / 0
met5: - / 0
Power figures rest on the tool's default switching activity, not on a simulated workload.
